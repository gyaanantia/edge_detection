File: design.v
module grayscale (
    input  logic        clock,
    input  logic        reset,
    output logic        in_rd_en,
    input  logic        in_empty,
    input  logic [23:0] in_dout,
    output logic        out_wr_en,
    input  logic        out_full,
    output logic [7:0]  out_din
);
typedef enum logic [0:0] {s0, s1} state_types;
state_types state, state_c;
logic [7:0] gs, gs_c;
always_ff @(posedge clock or posedge reset) begin
    if (reset == 1'b1) begin
        state <= s0;
        gs <= 8'h0;
    end else begin
        state <= state_c;
        gs <= gs_c;
    end
end
always_comb begin
    in_rd_en  = 1'b0;
    out_wr_en = 1'b0;
    out_din   = 8'b0;
    state_c   = state;
    gs_c = gs;
    case (state)
        s0: begin
            if (in_empty == 1'b0) begin
                gs_c = 8'(($unsigned({2'b0, in_dout[23:16]}) + $unsigned({2'b0, in_dout[15:8]}) + $unsigned({2'b0, in_dout[7:0]})) / $unsigned(10'd3));
                in_rd_en = 1'b1;
                state_c = s1;
            end
        end
        s1: begin
            if (out_full == 1'b0) begin
                out_din = gs;
                out_wr_en = 1'b1;
                state_c = s0;
            end
        end
        default: begin
            in_rd_en  = 1'b0;
            out_wr_en = 1'b0;
            out_din = 8'b0;
            state_c = s0;
            gs_c = 8'hX;
        end
    endcase
end
endmodule
File: run.sh
#!/bin/bash
# OpenROAD 26Q1-2900-gdf79404cd8, Yosys 0.63+post, stock flow scripts
make -C /OpenROAD-flow-scripts/flow DESIGN_CONFIG=/design/flow/config.mk WORK_HOME=/design/flow/orfs finish
File: config.mk
export PLATFORM = sky130hd
export DESIGN_NAME = grayscale
export DESIGN_NICKNAME = grayscale
export VERILOG_FILES = /design/flow/design.v
export SDC_FILE = /design/flow/constraint.sdc
export NUM_CORES = 4
export LEC_CHECK = 1
export CORE_AREA = 10 10 102 102
export DIE_AREA = 0 0 112 112
File: constraint.sdc
current_design grayscale

set clk_period 1.9
set clk_io_pct 0.2

create_clock -name clk0 -period $clk_period [get_ports {clock}]

set non_clock_inputs [all_inputs -no_clocks]
set_input_delay [expr $clk_period * $clk_io_pct] -clock clk0 $non_clock_inputs
set_output_delay [expr $clk_period * $clk_io_pct] -clock clk0 [all_outputs]
==> flow_summary.toml <==
# flow metrics
[setup_path]
worstPathMaxFanout = 3
cp.required_ns = 2.01
cp.arrival_ns = 4.54
reg2reg_slack_ns = 0.37
reg2reg_depth = 5
end_kind = "flip-flop"
crit_type = "input pin to flip-flop"
crit_path_start_kind = "input pin"

[drt]
drtIter0Drc = 137
vias_per_cell = 4.73
routed_wirelength_um = 5740
final_antenna_net_count = 0
diodes = 0
via_count = 2179
drc = 0
dr.pass1.iters = 4
avgRoutedWirePerCell_um = 12.5

[sta]
rsz0062_at_grt = "true"
final_max_slew_viol_count = 0
fin_crit_sh = 2.33
finClkSkew_ns = 0.000663
min_period_ns = 4.43
holdWs_ns = 0.414
maxSlewHeadroom = 0.578
layout_setup_ws_ns = -2.53
worst_slew_pin_slew_ns = 0.628
setup_viol = 8
hold_violations = 0
fmax_mhz = 226

[place]
portBuffers = 37
routabilityCongestion = 0.888
dp_hpwl_um = 4490
place_ws_ns = -3.33
dp_cells = 440

[hold_path]
hp-class = "input pin to async pin"

[global_routing]
grt_use_total = 0.0880
grt_max_degree = 14
antenna_found_initial = 0
grt_pass1_wl_um = 9860
grt_overflow = 0
grt_pass1_vias = 2198

[job]
tool_warnings = 28
maxCapViolCount = 0

[synthesis]
ys_seq_share = 0.125
ys_types = 61
post-synth-top-count-cell = "nor2_1"
ys_chip_area_um2 = 1800
synth_stat.cells = 235
ff_type = "dfrtp_1"
synth_top_area_share = 0.125
yosys_warnings = 1
area_leaders = "dfrtp_1 13%, fa_1 10%, ha_1 5.6%, nor2_1 5.0%, nand2_1 4.6%"
yosysTopAreaCell = "dfrtp_1"
top_cells_by_count = "24 x nor2_1, 22 x nand2_1, 20 x inv_1, 12 x a21oi_1"
edf_count = 0
syn-cell-area_um2 = 1800
ys.flops = 9
syn_area_per_cell_um2 = 7.64
async_reset_ff_frac = 1.00
synthCells = 235

[finish]
nFillCells = 778
area_growth_pct = 82.1
seq_area_um2 = 225
comb_area_um2 = 1710
layoutNonFillerInstCount = 461
final_util = 0.398
drive_above_1_share = 0.480

[clocking]
cts_buffers = 3
clockBufferDepth = 2
ctsHoldBuffers = 0
clk_root_buffer_cell = "clkbuf_8"
htreeDepth = 1
path_clk_slew_ns = 0.05
clock-sinks = 9
cts_tree = "yes"
clkLatencyLatePin_ns = 0.23

[floorplanning]
dieHeight_um = 112
rows = 33
ios = 38
die_width_um = 112
dieArea_um2 = 12500
fp_util = 0.219
core-area_um2 = 8220

[pwr]
p_leak_nw = 1.51
powerDensity_nw_per_um2 = 1150
power.total_mw = 3.77
vdd_drop_max_mv = 0.341

[run_status]
violations = "negative setup slack"
status = "finished, violations left"
per-layer routing:
metal | global-route usage | wire length, um | vias up
met5 | 0 | 0 | -
met4 | 0.00761 | 52 | 0
met3 | 0.00923 | 184 | 4
met2 | 0.160 | 2870 | 39
met1 | 0.113 | 2640 | 1036
li1 | - | - | 1100
worst max-delay path, stage by stage:
cell,delay (ns)
buf_6,0.07
inv_2,0.03
fa_1,0.48
inv_2,0.08
ha_4,0.12
inv_2,0.04
fa_2,0.40
nor2b_4,0.13
o2111a_2,0.28
nor4_2,0.06
a211o_1,0.26
and3_4,0.18
or3_4,0.39
or4_4,0.47
and3_4,0.18
o211ai_2,0.17
ha_1,0.26
or3_1,0.30
mux2i_1,0.17
a221oi_2,0.08
state kept, by name, summed over array words and instances (netlist names):
| signal | count |
|---|---|
| state | 1 |
| gs | 8 |
cell type report:
cell class / instances / area share
multi-input cells: 195 / 0.524
inverters: 22 / 0.0291
repair buffers: 126 / 0.324
clock buffers: 4 / 0.0138
flip-flops and latches: 9 / 0.0689
well taps: 105 / 0.0402
placed cells by master, fill, tap and decap left out, types with 7 or more instances in the layout:
master | synthesis | routed
a21oi_1 | 12 | 11
clkdlybuf4s50_1 | 0 | 7
and2_4 | 1 | 8
nand2_1 | 22 | 18
inv_2 | 0 | 10
buf_6 | 2 | 16
inv_1 | 20 | 9
fa_1 | 9 | 7
clkbuf_2 | 0 | 7
dfrtp_1 | 9 | 9
buf_4 | 0 | 73
nor2_1 | 24 | 21
dlygate4sd2_1 | 0 | 10
report_power, final:
group / switching, mW / total, mW / internal, mW
Combinational: 1.47 / 3.23 / 1.75
Clock: 0.0772 / 0.224 / 0.146
Sequential: 0.0419 / 0.317 / 0.276
logic make-up (layout without fill, tap and decap cells):
| group | count (synthesis) | count (layout) | share of synthesized area |
|---|---|---|---|
| DFF | 9 | 9 | 0.125 |
| AOI/OAI and AO/OA | 71 | 71 | 0.302 |
| and+or+nand+nor | 94 | 94 | 0.272 |
| xor gates and xnor gates | 6 | 6 | 0.0293 |
| adders and majority gates | 17 | 17 | 0.156 |
| buffers and inverters | 31 | 152 | 0.0753 |
| muxes | 7 | 7 | 0.0397 |
path summary, 6_finish.rpt:
kind,startpoint,endpoint
max,in_dout[9],gs[0]$_DFFE_PP0P_
min,reset,gs[3]$_DFFE_PP0P_
max reg2reg,state$_DFF_PP0_,gs[0]$_DFFE_PP0P_
min reg2reg,gs[7]$_DFFE_PP0P_,gs[7]$_DFFE_PP0P_
max in group asynchronous,reset,gs[1]$_DFFE_PP0P_
min in group clk0,in_empty,state$_DFF_PP0_
timing repair:
| item | 4_1_cts | 5_1_grt |
|---|---|---|
| setup buffers | 11 | 8 |
| endpoints found under the setup margin | 18 | 15 |
| pin swaps | 37 | 38 |
| cloned | 1 | 0 |
| resized | 98 | 42 |
through the flow:
stage	instance area (um2)	TNS [ns]
after floorplan	1860	-12.84
after global placement	2840	-20.19
after detailed placement	2840	-20.55
after CTS	3140	-12.81
after global routing	3270	-14.37
final	3270	-13.06
